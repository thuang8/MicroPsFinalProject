`design/flow/run.sh`:
```
#!/bin/bash
# OpenROAD 26Q1-2900-gdf79404cd8, Yosys 0.63+post, stock flow scripts
make -C /OpenROAD-flow-scripts/flow DESIGN_CONFIG=/design/flow/config.mk WORK_HOME=/design/flow/orfs finish
```
`design/flow/config.mk`:
```
export PLATFORM = sky130hd
export DESIGN_NAME = SpiFront
export DESIGN_NICKNAME = SpiFront
export VERILOG_FILES = /design/flow/design.v
export SDC_FILE = /design/flow/constraint.sdc
export NUM_CORES = 4
export LEC_CHECK = 1
export CORE_AREA = 10 10 588 588
export DIE_AREA = 0 0 598 598
```
`design/flow/constraint.sdc`:
```
current_design SpiFront

set clk_period 19.5
set clk_io_pct 0.2

create_clock -name clk0 -period $clk_period [get_ports {sck}]

set non_clock_inputs [all_inputs -no_clocks]
set_input_delay [expr $clk_period * $clk_io_pct] -clock clk0 $non_clock_inputs
set_output_delay [expr $clk_period * $clk_io_pct] -clock clk0 [all_outputs]
```
`design/flow/design.v`:
```
module SpiFront(input  logic sck, 
               input  logic sdi,
               output logic sdo,
               input  logic done,
               output logic [511:0] key, plaintext,
               input  logic [511:0] cyphertext);
    logic         sdodelayed, wasdone;
    logic [511:0] cyphertextcaptured;
    always_ff @(posedge sck)
        if (!wasdone)  {cyphertextcaptured, plaintext, key} = {cyphertext, plaintext[510:0], key, sdi};
        else           {cyphertextcaptured, plaintext, key} = {cyphertextcaptured[510:0], plaintext, key, sdi}; 
    always_ff @(negedge sck) begin
        wasdone = done;
        sdodelayed = cyphertextcaptured[510];
    end
    assign sdo = (done & !wasdone) ? cyphertext[511] : sdodelayed;
endmodule
```
==> metrics.csv <==
stage;metric;value;unit
setup_path;crit path kind;flop to output pin;
power_and_ir_drop;Lkg Pwr;23.0;nW
flow_run;tool warnings;28;
logic_synthesis;flop and latch count out of synthesis;1537;
die;die width;598;um
global_routing;GR Overflow Total;0;
clock_network;Bufs on Longest Clock Path;4;
clock_network;Reg clk slew, reported paths;60;ps
hold_path;worst hold path class;flop to flop;
logic_synthesis;library cells used by synthesis;7;
power_and_ir_drop;internal power;5.35;mW
setup_path;Startpoint Class;flop;
setup_path;cells along the critical path;nand2b_1 > mux2_2 > clkdlybuf4s50_1;
final_layout;fin util;19.0;%
power_and_ir_drop;switching power;1.43;mW
final_layout;layout filler cell count;35600;
route;Initial DRT Pass Iterations;6;
route;ANT nets after route;0;
global_routing;first-pass GRT wire length;203000;um
placement;placer congestion estimate;0.964;
final_layout;storage element area;30800;um2
sta;Slew Viols, Final;0;
sta;final hold viol count;0;
setup_path;CP delay by family, top;flip-flops;
logic_synthesis;Synth Instances;2108;
setup_path;critical-path maximum fanout;45;
setup_path;sum of buffers and inverters on the critical path;1;
final_layout;share of cells above drive strength 1;20.3;%
sta;Max-slew headroom;45.8;%
route;post-DR wirelength/cell;18.4;um
sta;Worst Max-Slew Pin Slew;813;ps
setup_path;CP peak stage delay;700;ps
clock_network;Latency at later pin;860;ps
route;total wire length;153000;um
sta;Final WS setup;3170;ps
global_routing;initial antenna violation count;33;
setup_path;Critical Path RT;15600;ps
power_and_ir_drop;sequential share of power;48.7;%
clock_network;CTS root buffer;clkbuf_16;
die;Die ar.;358000;um2
setup_path;WP data arrival;12430;ps
global_routing;gr usage total;8.22;%
final_layout;area grow syn2layout;70.2;%
setup_path;Crit-path slowest cell;dfxtp_4;
sta;WHS;315;ps
power_and_ir_drop;Pwr Total;6.77;mW
power_and_ir_drop;logic gate share of total power;3.8;%
logic_synthesis;top cells, area;dfxtp_1, mux2_2, buf_6, buf_2, buf_4;
sta;TNS Setup;0;ps
clock_network;Post-CTS Setup Bufs;0;
placement;DP Worst Slack;3830;ps
clock_network;cts hold-fix bufs;0;
setup_path;Crit. End Element;output pin;
logic_synthesis;area leader, netlist;dfxtp_1;
logic_synthesis;Avg Cell Area, Syn;17.6;um2
power_and_ir_drop;clock share of power;47.5;%
die;num rows;212;
route;Residual DRC;0;
final_layout;MI comb area;5770;um2
sta;RSZ-0062 raised after global routing;false;
placement;dpl hpwl;122000;um
sta;Final Skew;66.1;ps
route;Initial DRC Count;850;
clock_network;CTS Buf Count;168;
logic_synthesis;Top-area cell share;82.8;%
die;area of the core;333000;um2
clock_network;cts repair resizes;0;
power_and_ir_drop;peak supply drop;0.0998;mV
logic_synthesis;yosys cell count;2108;
logic_synthesis;Cell Area, Synth;37200;um2
status;status;completed;
die;IO Count;1540;
power_and_ir_drop;PD cells;107;nW/um2
clock_network;H-tree levels;4;
sta;final setup fails;0;
logic_synthesis;synth warn;1;
flow_run;max_cap viols;0;
power_and_ir_drop;Net Sw Frac;21.1;%
route;via count;22200;
global_routing;number of global-route vias before repair;24200;
final_layout;most frequent cells in the layout;clkdlybuf4s50_1, dfxtp_1, mux2_2;
clock_network;clock sinks;1537;
die;Starting Density;11.2;%
final_layout;most numerous logic cell after layout;clkdlybuf4s50_1;
logic_synthesis;YS chip area;37200;um2
logic_synthesis;Synth Seq Share;82.8;%
global_routing;largest net degree at the start of global routing;63;
placement;IO Port Bufs;1539;
route;DR vias/cell;2.67;
clock_network;CTS tree;yes;
die;Die H;598;um
-- sequential cells by signal, indices dropped and copies added, names as in the netlist --
name                flops
sdodelayed              1
wasdone                 1
cyphertextcaptured    511
plaintext             512
key                   512
-- cell type report --
type | count | share of cell area, %
Sequential cell | 1537 | 48.6
Timing Repair Buffer | 1560 | 24.6
Multi-Input combinational cell | 513 | 9.12
Tap cell | 4387 | 8.68
Clock buffer | 226 | 7.39
Clock inverter | 70 | 1.49
Antenna cell | 19 | 0.0752
-- synthesized netlist by cell type (all sizes together) --
| cell | n |
|---|---|
| dfxtp | 1537 |
| mux2 | 512 |
| buf | 57 |
| inv | 1 |
| nand2b | 1 |
-- cell families (layout without fill, tap and decap cells) --
| kind of cell | after synthesis | after routing | synth area share (%) |
|---|---|---|---|
| flip-flops | 1537 | 1537 | 82.8 |
| multiplexers | 512 | 512 | 15.5 |
| buffers and inverters | 58 | 1856 | 1.69 |
| AND/OR/NAND/NOR | 1 | 1 | 0.0168 |
| other | 0 | 19 | 0 |
-- worst register-to-register path, stage by stage (launching register included) --
cell	delay, ps
dfxtp_4	700
buf_4	610
buf_4	740
buf_4	800
buf_4	790
mux2_2	440
-- per-layer routing --
metal	GRT usage [%]	routed length, um	vias to the layer above
met2	14.7	79500	1056
met1	8.00	48500	10400
met5	0	90	-
met3	4.49	19100	264
met4	2.79	6060	14
li1	-	-	10400
-- worst paths after layout --
check / start / endpoint / slack (ps) / cells past startpoint
max: wasdone$_DFF_N_ / sdo / 3170 / 3
min: key[167]$_DFF_P_ / key[168]$_DFF_P_ / 320 / 0
max reg2reg: wasdone$_DFF_N_ / cyphertextcaptured[454]$_DFF_P_ / 5520 / 5
min reg2reg: key[167]$_DFF_P_ / key[168]$_DFF_P_ / 320 / 0
-- metrics by stage --
stage | instances | cell area [um2]
2_1_floorplan | 2108 | 37200
3_3_place_gp | 7998 | 57600
5_1_grt | 8303 | 63200
6_report | 8312 | 63300
3_5_place_dp | 7998 | 57600
4_1_cts | 8293 | 63200
-- power groups by stage --
| stage | sequential [mW] | combinational, mW | clock (mW) |
|---|---|---|---|
| 6_report | 3.30 | 0.258 | 3.21 |
| 4_1_cts | 3.30 | 0.262 | 3.32 |
| 5_1_grt | 3.31 | 0.278 | 3.44 |
No activity file was given, so power comes from the tool's default toggle rates.
